==> flow/run.sh <==
#!/bin/bash
# OpenROAD 26Q1-2900-gdf79404cd8, Yosys 0.63+post, stock flow scripts
make -C /OpenROAD-flow-scripts/flow DESIGN_CONFIG=/design/flow/config.mk WORK_HOME=/design/flow/orfs finish
==> flow/config.mk <==
export PLATFORM = sky130hd
export DESIGN_NAME = MEM_WB
export DESIGN_NICKNAME = MEM_WB
export VERILOG_FILES = /design/flow/design.v
export SDC_FILE = /design/flow/constraint.sdc
export NUM_CORES = 4
export LEC_CHECK = 1
export CORE_AREA = 10 10 103 103
export DIE_AREA = 0 0 113 113
==> flow/constraint.sdc <==
current_design MEM_WB

set clk_period 1.0
set clk_io_pct 0.2

create_clock -name clk0 -period $clk_period [get_ports {clock}]

set non_clock_inputs [all_inputs -no_clocks]
set_input_delay [expr $clk_period * $clk_io_pct] -clock clk0 $non_clock_inputs
set_output_delay [expr $clk_period * $clk_io_pct] -clock clk0 [all_outputs]
==> flow/design.v <==
module MEM_WB(clock,WB,Memout,ALUOut,RegRD,WBreg,Memreg,ALUreg,RegRDreg);
input clock;
input [1:0] WB;
input [4:0] RegRD;
input [31:0] Memout,ALUOut;
output [1:0] WBreg;
output [31:0] Memreg,ALUreg;
output [4:0] RegRDreg;
reg [1:0] WBreg;
reg [31:0] Memreg,ALUreg;
reg [4:0] RegRDreg;
initial begin
WBreg = 0;
Memreg = 0;
ALUreg = 0;
RegRDreg = 0;
end
always@(posedge clock)
begin
WBreg <= WB;
Memreg <= Memout;
ALUreg <= ALUOut;
RegRDreg <= RegRD;
end
endmodule
==> flow_summary.json <==
{
  "yosysTopAreaCell": "dfxtp_1",
  "grt_pass1_wl_um": 7490,
  "power_density_mw_per_mm2": 1930,
  "crit_slowest_cell": "dfxtp_2",
  "nMultiInputCombCells": 0,
  "cp_max_fo": 1,
  "grt.busiest_layer": "met2",
  "fin_setup_tns_ps": 0,
  "dp.cells": 318,
  "post-route-min-period_ps": 969,
  "synthTopCellsByArea": "dfxtp_1 100%",
  "hold_viol_final": 0,
  "wl_per_cell_um": 15.5,
  "hold_end": "Memreg[20]$_DFF_P_",
  "grt.met2_usage_pct": 12.3,
  "comb_power_share_pct": 7.4,
  "critical_path_arrival_ps": 770,
  "crit_chain": "buf_2",
  "p_switching_mw": 1.07,
  "initial_core_util_pct": 17.1,
  "use_met1_pct": 8.60,
  "postRouteAntennaNets": 0,
  "worst_slew_pin_slew_ps": 109,
  "clockPowerShare_pct": 36.9,
  "numCtsBuffers": 9,
  "path_buffers": 1,
  "io_pins": 143,
  "grt_pass1_vias": 1123,
  "die.size.y_um": 113,
  "synth_cell_types": 1,
  "post-place-ws_ps": -14.7,
  "cts_max_level": 3,
  "placed_area_mm2": 0.00297,
  "clkTransAtPathRegs_ps": 70,
  "p_seq_share_pct": 55.8,
  "endpoint_kind": "output pin",
  "power.leakage_nw": 1.25,
  "drc": 0,
  "core_mm2": 0.00830,
  "rsz0062_at_grt": "yes",
  "die_area_mm2": 0.0128,
  "area_growth_syn_to_layout_pct": 97.4,
  "yosysTopAreaCellShare_pct": 100,
  "gp_congestion": 0.792,
  "die_x_um": 113,
  "grt_max_degree": 12,
  "io_buffers": 142,
  "routed_wl_um": 5190,
  "min_path_cells": 1,
  "slew_headroom_pct": 92.8,
  "grt_overflow": 0,
  "cts_sinks": 71,
  "max_freq_ghz": 1.03,
  "drive_gt1_share_pct": 41.5,
  "required_ps": 800,
  "maxCapViolations": 0,
  "setup_viol": 0,
  "irDropWorstVdd_uv": 653,
  "synthCells": 71,
  "openroad.warnings": 27,
  "period_used_pct": 96.9,
  "yosys_cells": 71,
  "worst-path-stages": 1,
  "slew_viol_final": 0,
  "status": "complete, no violations",
  "place_hpwl_um": 4350,
  "cts.path.max_buffers": 2,
  "ys.flops": 71,
  "vias_per_cell": 3.13,
  "syn_avg_cell_area_um2": 20.0,
  "tritoncts": "yes",
  "min_from": "Memout[20]",
  "start_kind": "register",
  "firstDrtPassIters": 4,
  "fin_area_mm2": 0.00281,
  "root_buffer": "clkbuf_8",
  "max_stage_delay_ps": 330,
  "synth_area_mm2": 0.00142,
  "synth_warnings": 1,
  "synth_chip_area_mm2": 0.00142,
  "n_antenna_cell": 0,
  "hold_class": "in2reg",
  "crit_family": "flip-flops",
  "drt-initial-drc-count": 25,
  "swShare_pct": 19.8,
  "p_int_mw": 4.33,
  "ys_seq_share_pct": 100,
  "track_usage_pct": 7.74,
  "fin_cells": 334,
  "setup_ws_ps": 30.5,
  "vias": 1045,
  "antenna_found_initial": 0,
  "logic_area_um2": 0,
  "grt_util_met3_pct": 5.07,
  "crit_type": "reg2out",
  "p_total_mw": 5.40,
  "row_count": 33,
  "fill_cells": 829
}
[metal layers]
layer	up-vias	routed length (um)
met3	8	687
met1	438	1910
met5	-	0
met4	0	88
li1	522	-
met2	77	2500
[layout make-up]
type	count	area [um2]	area share, %
clock buffers	12	155	5.53
clock inverters	4	20.0	0.714
flip-flops and latches	71	1430	51.1
well taps	105	131	4.68
repair buffers	142	1070	38.0
[placed cells by master (no fill, tap or decap)]
cell             count
clkinv_2             4
clkdlybuf4s50_1     71
dfxtp_1             62
dfxtp_2              9
buf_2               71
clkbuf_8            11
clkbuf_1             1
[power by group through the flow]
| stage | sequential, mW | clock [mW] | combinational [mW] |
|---|---|---|---|
| final | 3.01 | 1.99 | 0.399 |
| after global routing | 3.03 | 2.24 | 0.436 |
| after CTS | 3.01 | 2.13 | 0.413 |
[cell usage after synthesis]
cell type / count
dfxtp_1: 71
[worst max path at each step]
stage	start	to	slack [ps]
after global routing	Memreg[10]$_DFF_P_	Memreg[10]	-20
after CTS	Memreg[10]$_DFF_P_	Memreg[10]	-4
final	Memreg[10]$_DFF_P_	Memreg[10]	30
[repair_timing]
item	4_1_cts	5_1_grt
setup buffers	0	0
cloned	0	0
hold buffers	0	0
hold endpoints to repair	0	0
resized	234	3
setup endpoints to repair	71	11
[cell families after synthesis]
family and share of synthesized area, %:
flip-flops 100
[flip-flops by register name, summed over array words and instances, names as in the netlist]
register,cells
ALUreg,32
Memreg,32
RegRDreg,5
WBreg,2
[per-stage QoR]
stage | utilization (%) | hold slack [ps]
after floorplan | - | 228
after global placement | 35.8 | 649
after detailed placement | 35.8 | 652
after CTS | 33.8 | 258
after global routing | 33.8 | 254
final | 33.8 | 293
