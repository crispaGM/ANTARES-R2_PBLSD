==> /design/flow/config.mk <==
export PLATFORM = sky130hd
export DESIGN_NAME = EX_MEM
export DESIGN_NICKNAME = EX_MEM
export VERILOG_FILES = /design/flow/design.v
export SDC_FILE = /design/flow/constraint.sdc
export NUM_CORES = 4
export LEC_CHECK = 1
export CORE_AREA = 10 10 105 105
export DIE_AREA = 0 0 115 115
==> /design/flow/constraint.sdc <==
current_design EX_MEM

set clk_period 1.0
set clk_io_pct 0.2

create_clock -name clk0 -period $clk_period [get_ports {clock}]

set non_clock_inputs [all_inputs -no_clocks]
set_input_delay [expr $clk_period * $clk_io_pct] -clock clk0 $non_clock_inputs
set_output_delay [expr $clk_period * $clk_io_pct] -clock clk0 [all_outputs]
==> /design/flow/design.v <==
module EX_MEM(clock,WB,M,ALUOut,RegRD,WriteDataIn,Mreg,WBreg,ALUreg,RegRDreg,WriteDataOut);
input clock;
input [1:0] WB;
input [2:0] M;
input [4:0] RegRD;
input [31:0] ALUOut,WriteDataIn;
output [1:0] WBreg;
output [2:0] Mreg;
output [31:0] ALUreg,WriteDataOut;
output [4:0] RegRDreg;
reg [1:0] WBreg;
reg [2:0] Mreg;
reg [31:0] ALUreg,WriteDataOut;
reg [4:0] RegRDreg;
initial begin
WBreg=0;
Mreg=0;
ALUreg=0;
WriteDataOut=0;
RegRDreg=0;
end
always@(posedge clock)
begin
WBreg <= WB;
Mreg <= M;
ALUreg <= ALUOut;
RegRDreg <= RegRD;
WriteDataOut <= WriteDataIn;
end
endmodule
==> /design/flow/run.sh <==
#!/bin/bash
# OpenROAD 26Q1-2900-gdf79404cd8, Yosys 0.63+post, stock flow scripts
make -C /OpenROAD-flow-scripts/flow DESIGN_CONFIG=/design/flow/config.mk WORK_HOME=/design/flow/orfs finish
==> flow_metrics.env <==
# yosys + openroad results
export IMPL_met3_usage=0.06382
export IMPL_power_total_uw=5837
export IMPL_die_h_um=115
export IMPL_arrival_ns=0.76
export IMPL_yosys_area_top_type="dfxtp_1"
export IMPL_synth_distinct_cells=1
export IMPL_cts_hold_buffers=0
export IMPL_antenna_cells=0
export IMPL_yosys_warnings=1
export IMPL_drc=0
export IMPL_final_cell_count_no_fill=346
export IMPL_comb_cells=0
export IMPL_grt_overflow=0
export IMPL_crit_chain="buf_2"
export IMPL_synthCells=74
export IMPL_crit_path_end_kind="primary output"
export IMPL_timing_final_crit_period_ns=0.9564
export IMPL_clk_path_buf_depth=2
export IMPL_outcome="finished, final reports clean"
export IMPL_areaGrowthSynthToFinish_pct=98.56
export IMPL_placement_io_buffers=148
export IMPL_p_leak_uw=0.001302
export IMPL_core_area_um2=8763
export IMPL_htree_levels=3
export IMPL_grt_busiest_layer="met2"
export IMPL_slowest_delay_ns=0.32
export IMPL_area_leaders="dfxtp_1 (100%)"
export IMPL_seq_area_um2=1488
export IMPL_ys_sh_aoi=0
export IMPL_yosys_area_um2=1481
export IMPL_met2_usage=0.1160
export IMPL_synth_main_ff_cell="dfxtp_1"
export IMPL_finalHoldViolCount=0
export IMPL_vias=1115
export IMPL_crit_type="reg2out"
export IMPL_syn_avg_cell_area_um2=20.02
export IMPL_track_usage=0.07467
export IMPL_comb_area_um2=0
export IMPL_crit_fanout=1
export IMPL_cts_root_buf="clkbuf_8"
export IMPL_io_pins=149
export IMPL_wire_per_inst_um=14.98
export IMPL_antenna_found_initial=0
export IMPL_finalWirelength_mm=5.182
export IMPL_numCtsBuffers=9
export IMPL_place_inst=330
export IMPL_cap_violations=0
export IMPL_tightest_slew_ns=0.1008
export IMPL_async_flop_share=0
export IMPL_yosys_top_cells_count="dfxtp_1 (74)"
export IMPL_period_used=0.9564
export IMPL_cp_buffers_inverters=1
export IMPL_warnings=29
export IMPL_drive_above_1_share=0.3950
export IMPL_drv_slew=0
export IMPL_start_kind="flop"
export IMPL_ys_sh_adder=0
export IMPL_peakVddDrop_mv=0.8618
export IMPL_ys_sh_simple=0
export IMPL_cts_setup_buffers=0
export IMPL_fmax_mhz=1046
export IMPL_chipArea_um2=13230
export IMPL_slew_headroom=0.9328
export IMPL_cp_top_family="flip-flops"
export IMPL_ys_seq_share=1.000
export IMPL_globalRouteMet1Util=0.07813
export IMPL_finalSetupViolations=0
export IMPL_hp_class="in2reg"
export IMPL_synth_edff_count=0
export IMPL_rsz0062_at_grt="yes"
export IMPL_n_fill_cell=906
export IMPL_top_area_frac=1.000
export IMPL_cp_slowest_cell="dfxtp_2"
export IMPL_required_ns=0.80
export IMPL_die_x_um=115
export IMPL_vias_per_cell=3.223
export IMPL_drtPass1Iterations=2
export IMPL_fp_util=0.1690
export IMPL_power_density_nw_per_um2=1984
export IMPL_synthesis_area_um2=1481
export IMPL_grt_pass1_vias=1258
export IMPL_ys_flops=74
export IMPL_clk_pin_slew_ns=0.08
export IMPL_ant_nets=0
export IMPL_mux_share=0
export IMPL_first_iter_violations=14
export IMPL_gp_congestion=0.7331
export IMPL_cts_tree="done"
export IMPL_ys_cells=74
export IMPL_numClockSinks=74
export IMPL_top_cell="dfxtp_1"
export IMPL_fin_util=0.3357
export IMPL_grt_pass1_wl_mm=7.424
export IMPL_grt_max_degree=15
export IMPL_ys_sh_xor=0
export IMPL_rows=34
[logic make-up (layout without fill, tap and decap cells)]
kind of cell | after synthesis | count (layout)
flip-flops | 74 | 74
buffers and inverters | 0 | 164
[sequential cells by signal, summed over array words and instances, names as in the netlist]
name          count
WriteDataOut     32
Mreg              3
RegRDreg          5
ALUreg           32
WBreg             2
[routing by layer]
metal / up-vias / part of all wire
met1: 480 / 0.36
li1: 545 / -
met2: 84 / 0.46
met5: - / 0
met4: 0 / 0.010
met3: 6 / 0.17
[metrics by stage]
stage | cell area, µm² | worst slack, ns | hold slack [ns] | setup TNS, ns
after global routing | 2942 | -0.01645 | 0.2605 | -0.1448
after floorplan | 1481 | 0.5385 | 0.2277 | 0
after global placement | 3098 | -0.01252 | 0.6486 | -0.02281
after CTS | 2933 | 0.0004631 | 0.2684 | 0
final | 2942 | 0.04359 | 0.2967 | 0
after detailed placement | 3098 | -0.01411 | 0.6516 | -0.03493
[report_power, final]
group / switching, µW / internal (µW)
Sequential: 29.9 / 3100
Clock: 1100 / 1180
Combinational: 71.6 / 347
[worst paths after layout]
check / depth (start not counted) / startpoint / end
worst min-delay path: 1 / WriteDataIn[22] / WriteDataOut[22]
worst max-delay path: 1 / RegRDreg[2] / RegRDreg[2]
[final cells by class]
type,instances,area share
repair buffers,148,0.3798
flip-flops and latches,74,0.5057
clock inverters,6,0.02510
well taps,108,0.04594
clock buffers,10,0.04339
[layout by cell type, fill, tap and decap left out]
cell / n
buf_2: 73
buf_6: 1
bufinv_16: 1
clkbuf_1: 1
clkbuf_8: 9
clkdlybuf4s50_1: 74
clkinv_4: 1
clkinvlp_4: 2
dfxtp_1: 69
dfxtp_2: 5
inv_6: 1
inv_8: 1
[timing repair]
item	4_1_cts	5_1_grt
gates resized	237	3
endpoints found under the setup margin	74	25
pin swaps	0	0
