File: /design/flow/run.sh
#!/bin/bash
# OpenROAD 26Q1-2900-gdf79404cd8, Yosys 0.63+post, stock flow scripts
make -C /OpenROAD-flow-scripts/flow DESIGN_CONFIG=/design/flow/config.mk WORK_HOME=/design/flow/orfs finish
File: /design/flow/config.mk
export PLATFORM = sky130hd
export DESIGN_NAME = ID_EX
export DESIGN_NICKNAME = ID_EX
export VERILOG_FILES = /design/flow/design.v
export SDC_FILE = /design/flow/constraint.sdc
export NUM_CORES = 4
export LEC_CHECK = 1
export CORE_AREA = 10 10 131 131
export DIE_AREA = 0 0 141 141
File: /design/flow/constraint.sdc
current_design ID_EX

set clk_period 1.0
set clk_io_pct 0.2

create_clock -name clk0 -period $clk_period [get_ports {clock}]

set non_clock_inputs [all_inputs -no_clocks]
set_input_delay [expr $clk_period * $clk_io_pct] -clock clk0 $non_clock_inputs
set_output_delay [expr $clk_period * $clk_io_pct] -clock clk0 [all_outputs]
File: /design/flow/design.v
module ID_EX(clock,WB,M,EX,DataA,DataB,imm_value,RegRs,RegRt,RegRd,WBreg,Mreg,EXreg,DataAreg,
  DataBreg,imm_valuereg,RegRsreg,RegRtreg,RegRdreg);
  input clock;
  input [1:0] WB;
  input [2:0] M;
  input [3:0] EX;
  input [4:0] RegRs,RegRt,RegRd;
  input [31:0] DataA,DataB,imm_value;
  output [1:0] WBreg;
  output [2:0] Mreg;
  output [3:0] EXreg;
  output [4:0] RegRsreg,RegRtreg,RegRdreg;
  output [31:0] DataAreg,DataBreg,imm_valuereg;
  reg [1:0] WBreg;
  reg [2:0] Mreg;
  reg [3:0] EXreg;
  reg [31:0] DataAreg,DataBreg,imm_valuereg;
  reg [4:0] RegRsreg,RegRtreg,RegRdreg;
  initial begin
    WBreg = 0;
    Mreg = 0;
    EXreg = 0;
    DataAreg = 0;
    DataBreg = 0;
    imm_valuereg = 0;
    RegRsreg = 0;
    RegRtreg = 0;
    RegRdreg = 0;
  end
  always@(posedge clock)
  begin
    WBreg <= WB;
    Mreg <= M;
    EXreg <= EX;
    DataAreg <= DataA;
    DataBreg <= DataB;
    imm_valuereg <= imm_value;
    RegRsreg <= RegRs;
    RegRtreg <= RegRt;
    RegRdreg <= RegRd;
  end
endmodule
==> flow_summary.ini <==
; synthesis and place-and-route metrics
[run_status]
status = finished, violations left
violations = setup timing

[worst_setup_path]
crit_path_cell_trace = buf_6
critPathMaxStageDelay_ns = 0.32
crit_required_ns = 0.80
startpoint = DataBreg[21]
crit_fanout = 1
cp_num_buf_inv = 1
critical-path-slowest-cell = dfxtp_2
critPathArrivalTime_ns = 0.82
cp_top_family = flip-flops
end_kind = output port
criticalPathCategory = reg2out
cp-start-kind = register

[global_routing]
grt_pass1_vias = 2000
grt_pass1_wl_mm = 12.8
overflow = 0
track_usage = 0.0852
antenna_found_initial = 0
grt_max_degree = 17

[route]
drt-initial-drc-count = 11
wirelength_mm = 8.99
drc = 0
wire_per_inst_um = 15.7
antenna_left = 0
avgViaCountPerCell = 3.24
n_antenna_cell = 0
vias = 1853
dr.pass1.iters = 3

[logic_synthesis]
synth_cell_type_count = 1
flop_cell = dfxtp_1
yosys_cells = 120
ys_warn_count = 1
avgSynthCellArea_um2 = 20.0
synthArstFlopShare = 0
ys.flops = 120
top_area_cell = dfxtp_1
syn_inst = 120
synth_top_cell_by_count = dfxtp_1
synth-edff-count = 0
synthDominantCellAreaShare = 1.00
synth_seq_share = 1.00
top_cells_by_count = dfxtp_1
synthTopCellsByArea = dfxtp_1
syn_area_um2 = 2400
ys_area_um2 = 2400

[clock_network]
numClockSinks = 120
cts.clk_slew.worst_paths_ns = 0.05
cts_setup_buffers = 0
cts_buffers = 17
tritoncts = done
htree_levels = 4
clockRootBuffer = clkbuf_16
clock_path_buffers = 2
ctsHoldBuffers = 0

[final_timing]
setup-violations-final = 15
slew_viol_final = 0
fmaxAchievable_ghz = 0.978
hold_viol = 0
rsz0062_at_grt = yes
post-route-period-util = 1.02
max_slew.worst_pin.slew_ns = 0.175
relSlewSlack = 0.883
finalCriticalPeriod_ns = 1.02
whs_ns = 0.235
final.setup.worst_slack_ns = -0.0227

[finish]
final_util = 0.347
syn_to_final_growth_pct = 108
regArea_um2 = 2420
drive_gt1_frac = 0.410
final-comb-area_um2 = 0
nFillCells = 1420
comb_cells = 0

[worst_hold_path]
hold_end = DataAreg[1]
hold_class = in2reg
worstHoldStart = DataA[1]
hold_depth = 1

[pwr]
ir_drop_v = 0.00127
power_density_nw_per_um2 = 2270
p_leak_uw = 0.00224

[run]
warnings = 27
maxCapViolations = 0

[floorplanning]
chipArea_um2 = 19900
rows = 44
num_io_pins = 241
die_height_um = 141
floorplan.core_util = 0.167
chipWidth_um = 141
coreArea_um2 = 14400

[place]
io_buffers = 240
hpwl_mm = 7.40
gp_congestion = 0.795
cell families after synthesis:
logic type / after synthesis / share of synthesized area
flip-flops: 120 / 1.00
metal layers:
| metal | wire (µm) | share of wire | global-route usage |
|---|---|---|---|
| met5 | 0 | 0 | 0 |
| met4 | 164 | 0.018 | 0.0163 |
| met3 | 1340 | 0.15 | 0.0586 |
| met2 | 4360 | 0.49 | 0.139 |
| met1 | 3130 | 0.35 | 0.0889 |
cell type report:
cell class / instances / area share
repair buffers: 240 / 0.362
flip-flops and latches: 120 / 0.483
clock inverters: 10 / 0.0215
well taps: 184 / 0.0460
clock buffers: 18 / 0.0877
flip-flops by register name, indices dropped and copies added, names as in the netlist:
name and flops:
EXreg 4, DataAreg 32, WBreg 2, DataBreg 32
RegRdreg 5, RegRtreg 5, Mreg 3, imm_valuereg 32
RegRsreg 5
where the power goes:
group	total [µW]	switching, µW	internal (µW)
Combinational	684	120	564
Clock	5600	1950	3640
Sequential	5100	53.0	5050
per-stage QoR:
stage	area (µm²)	cells	setup TNS, ns	total power, µW	setup WS (ns)
global placement	5030	544	-0.0751	6140	-0.0299
finish	5010	572	-0.128	11400	-0.0227
detailed placement	5030	544	-0.0795	6150	-0.0299
floorplan	2400	120	0	5140	0.538
CTS	5000	572	-2.87	11600	-0.0537
global route	5010	572	-4.65	11900	-0.0618
cell usage in the layout (no fill, tap or decap):
cell type	instances
clkinv_2	6
clkinv_4	2
buf_6	2
clkbuf_8	1
buf_2	118
dfxtp_2	11
clkbuf_16	17
clkdlybuf4s50_1	120
dfxtp_1	109
bufinv_16	2
worst max path at each step:
stage	endpoint	slack [ns]	depth (start not counted)
after global routing	DataBreg[21]	-0.06	1
final	DataBreg[21]	-0.02	1
after CTS	DataBreg[21]	-0.05	1
what timing repair did:
action | 4_1_cts | 5_1_grt
pin swaps | 0 | 0
gates resized | 388 | 3
cloned | 0 | 0
setup endpoints to repair | 120 | 120
No activity file was given, so power comes from the tool's default toggle rates.
